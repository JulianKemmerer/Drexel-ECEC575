File: ./design.v
module dp_mux2es (dout, in0, in1, sel) ;
parameter SIZE = 1;
output 	[SIZE-1:0] 	dout;
input	[SIZE-1:0]	in0;
input	[SIZE-1:0]	in1;
input			sel;
reg	[SIZE-1:0]	dout ;
always @ (sel or in0 or in1)
 begin
	   case (sel)
	     1'b1: dout = in1 ; 
	     1'b0: dout = in0;
	     default: 
         begin
            if (in0 == in1) begin
               dout = in0;
            end
            else
              dout = {SIZE{1'bx}};
         end
	   endcase  
 end
endmodule  
module dp_mux4ds (dout, in0, in1, in2, in3, 
		     sel0_l, sel1_l, sel2_l, sel3_l) ;
parameter SIZE = 1;
output 	[SIZE-1:0] 	dout;
input	[SIZE-1:0]	in0;
input	[SIZE-1:0]	in1;
input	[SIZE-1:0]	in2;
input	[SIZE-1:0]	in3;
input			sel0_l;
input			sel1_l;
input			sel2_l;
input			sel3_l;
reg	[SIZE-1:0]	dout ;
wire [3:0] sel = {sel3_l,sel2_l,sel1_l,sel0_l};  
always @ (sel0_l or sel1_l or sel2_l or sel3_l or in0 or in1 or in2 or in3)
	case ({sel3_l,sel2_l,sel1_l,sel0_l})
		4'b1110 : dout = in0 ;
		4'b1101 : dout = in1 ;
		4'b1011 : dout = in2 ;
		4'b0111 : dout = in3 ;
		4'b1111 : dout = {SIZE{1'bx}} ;
		default : dout = {SIZE{1'bx}} ;
	endcase
endmodule  
module dp_mux5ds (dout, in0, in1, in2, in3,  in4,
		     sel0_l, sel1_l, sel2_l, sel3_l, sel4_l) ;
parameter SIZE = 1;
output 	[SIZE-1:0] 	dout;
input	[SIZE-1:0]	in0;
input	[SIZE-1:0]	in1;
input	[SIZE-1:0]	in2;
input	[SIZE-1:0]	in3;
input	[SIZE-1:0]	in4;
input			sel0_l;
input			sel1_l;
input			sel2_l;
input			sel3_l;
input			sel4_l;
reg	[SIZE-1:0]	dout ;
wire [4:0] sel = {sel4_l,sel3_l,sel2_l,sel1_l,sel0_l};  
always @ (sel0_l or sel1_l or sel2_l or sel3_l or sel4_l or
		in0 or in1 or in2 or in3 or in4)
	case ({sel4_l,sel3_l,sel2_l,sel1_l,sel0_l})
		5'b11110 : dout = in0 ;
		5'b11101 : dout = in1 ;
		5'b11011 : dout = in2 ;
		5'b10111 : dout = in3 ;
		5'b01111 : dout = in4 ;
		5'b11111 : dout = {SIZE{1'bx}} ;
		default : dout = {SIZE{1'bx}} ;
	endcase
endmodule  
module dp_mux8ds (dout, in0, in1, in2, in3, 
			in4, in5, in6, in7,
		     sel0_l, sel1_l, sel2_l, sel3_l,
		     sel4_l, sel5_l, sel6_l, sel7_l) ;
parameter SIZE = 1;
output 	[SIZE-1:0] 	dout;
input	[SIZE-1:0]	in0;
input	[SIZE-1:0]	in1;
input	[SIZE-1:0]	in2;
input	[SIZE-1:0]	in3;
input	[SIZE-1:0]	in4;
input	[SIZE-1:0]	in5;
input	[SIZE-1:0]	in6;
input	[SIZE-1:0]	in7;
input			sel0_l;
input			sel1_l;
input			sel2_l;
input			sel3_l;
input			sel4_l;
input			sel5_l;
input			sel6_l;
input			sel7_l;
reg	[SIZE-1:0]	dout ;
wire [7:0] sel = {sel7_l,sel6_l,sel5_l,sel4_l,
                  sel3_l,sel2_l,sel1_l,sel0_l};  
always @ (sel0_l or sel1_l or sel2_l or sel3_l or in0 or in1 or in2 or in3 or
	  sel4_l or sel5_l or sel6_l or sel7_l or in4 or in5 or in6 or in7)
	case ({sel7_l,sel6_l,sel5_l,sel4_l,sel3_l,sel2_l,sel1_l,sel0_l})
		8'b11111110 : dout = in0 ;
		8'b11111101 : dout = in1 ;
		8'b11111011 : dout = in2 ;
		8'b11110111 : dout = in3 ;
		8'b11101111 : dout = in4 ;
		8'b11011111 : dout = in5 ;
		8'b10111111 : dout = in6 ;
		8'b01111111 : dout = in7 ;
		8'b11111111 : dout = {SIZE{1'bx}} ;
		default : dout = {SIZE{1'bx}} ;
	endcase
endmodule  
module dp_mux3ds (dout, in0, in1, in2, 
		     sel0_l, sel1_l, sel2_l);
parameter SIZE = 1;
output 	[SIZE-1:0] 	dout;
input	[SIZE-1:0]	in0;
input	[SIZE-1:0]	in1;
input	[SIZE-1:0]	in2;
input			sel0_l;
input			sel1_l;
input			sel2_l;
reg	[SIZE-1:0]	dout ;
wire [2:0] sel = {sel2_l,sel1_l,sel0_l};  
always @ (sel0_l or sel1_l or sel2_l or in0 or in1 or in2)
	case ({sel2_l,sel1_l,sel0_l})
		3'b110 : dout = in0 ;
		3'b101 : dout = in1 ;
		3'b011 : dout = in2 ;
	        default : dout = {SIZE{1'bx}} ;
	endcase
endmodule  
module dp_buffer(dout, in);
parameter SIZE = 1;
output 	[SIZE-1:0] 	dout;
input	[SIZE-1:0]	in;
assign dout = in;
endmodule  
File: ./run.sh
#!/bin/bash
# OpenROAD 26Q1-2900-gdf79404cd8, Yosys 0.63+post, stock flow scripts
make -C /OpenROAD-flow-scripts/flow DESIGN_CONFIG=/design/flow/config.mk WORK_HOME=/design/flow/orfs finish
File: ./config.mk
export PLATFORM = sky130hd
export DESIGN_NAME = dp_mux5ds
export DESIGN_NICKNAME = dp_mux5ds
export VERILOG_FILES = /design/flow/design.v
export SDC_FILE = /design/flow/constraint.sdc
export NUM_CORES = 4
export LEC_CHECK = 1
export CORE_AREA = 10 10 70 70
export DIE_AREA = 0 0 80 80
File: ./constraint.sdc
current_design dp_mux5ds

set clk_period 2.5
set clk_io_pct 0.2

create_clock -name clk0 -period $clk_period

set non_clock_inputs [all_inputs -no_clocks]
set_input_delay [expr $clk_period * $clk_io_pct] -clock clk0 $non_clock_inputs
set_output_delay [expr $clk_period * $clk_io_pct] -clock clk0 [all_outputs]
==> git commit body <==
Log flow metrics for this revision

- Sink of the worst hold path: dout[0]
- Per the OpenROAD floorplan log, the width of the die is 80 microns.
- Post-route core utilization: 0.08388
* Flop pwr share: 0
- Instance count along the most critical hold path: 4
- In this run the tool buffered the top-level ports with 11 buffer cells.
- In this run the maximum-capacitance check reported violations numbering 0.
- Seq. cell area: 0 sq um
- By startpoint and endpoint, the worst setup path is classified as in -> out.
- The worst setup path is captured at an output port.
- The die is 80 microns tall.
- RSZ-0062 raised after global routing: false
- Buffers inserted by post-CTS timing repair: 0
- Count of TritonRoute iterations in the first routing pass: 4
* First-pass GRT wire length: 828 microns
* Largest net degree at the start of global routing: 6
- The critical path's slowest stage uses the library cell sky130_fd_sc_hd__clkdlybuf4s50_1.
- Arr. time, crit path: around 1.9 ns
* Die area: 6400 sq um
- Final tally of hold violations: 0
* Inst Count DP: 73
- CP most frequent cell: sky130_fd_sc_hd__clkdlybuf4s50_1
- Of the total power, combinational logic draws 1.000.
* Average instance area after synthesis: 6.448 sq um
* Floorplan core area: 3416 sq um
- Summed over all layers, the routed wires come to between 500 and 600 microns.
- Of the synthesized area, sequential elements account for 0.
* Switching fraction of total power: 0.3310
- Cell area after placement: 274.0 sq um
- In the floorplan report the effective utilization is 0.02454.
- Hold is met by 1.776 ns.
* Worst Tran Pin Value: 0.2002 ns
- The floorplan has 21 rows.
* Sequential cell count: 0
- Post-synthesis cell count from yosys: 13
- Final estimated routing congestion in global placement: between 0.7 and 0.8
- For this run, the final setup violation count is recorded as 0.
- For this block, the initial DRC count from the detailed router was 4.
- The script logs the mean routed wire length per placed instance as a little under 7 microns.
- The initial antenna violation count is 0.
- In the final layout, the clock buffer count is 0.
- Count of inserted antenna diode cells: 0
- Vias after detailed routing: approximately 160
- Final non-filler cell area: about 290 sq um
- Yosys Chip Area: roughly 84 sq um
- The warning tally printed by Yosys for this design is 1.
- CP Buf/Inv Count: 2
- The net switching power in the latest report is 0.00001119 W.
* Number of warnings in the stage logs: 32
- Of all nets on the critical path, the largest fanout is 1.
- In this run the static leakage power is 0.1109 nW.
- Growth of design area from synthesis to finish: 241.8%
* Detail Route Antenna Nets: 0
* # DRC: 0
- After the flow finishes, the layout carries non-filler instances totaling roughly 73.
- Peak VDD IR: about 0.013 mV
- The synthesized netlist handed to floorplanning was reported with a cell count of 13.
- Worst path cell trace: clkdlybuf4s50_1 > nand2_1 > o21ai_0 > nand4_1 > nand3_1 > clkdlybuf4s50_1
* Yosys cell types: 9
- The cell area that synthesis handed to floorplanning was between 80 and 90 sq um.
- The post-CTS hold buffer count recorded in the log is 0.
- Start point of the worst min-delay path: sel3_l
- In the power breakdown, the internal column shows approximately 0.000023 W.
- The share of total power dissipated in the clock network is 0.
- Checking hold timing, the worst path is listed with class in -> out.
- Worst endpoint required time: about 2 ns
* Top-level port count: 11
* Final Cycle Share: 0.9442
- Dividing total power by cell area gives a power density of 118.0 nW/um^2.
- The flow ran to the end, and the final reports show no timing, DRC or antenna violations.
- FMAX: 423.6 MHz
* CP max stage delay: 0.47 ns
- Summed over all routing layers, the global router reports a total usage of 0.01593.
* Max-slew violations: 0
* Delay-heaviest family, CP: buffers and inverters
- Via/cell ratio: 2.123
- Per the final layout report, the fraction of cells sized above drive strength 1 comes to 0.1852.
* Congestion Overflow GR: 0
- Critical path startpoint category: input pin
- Checking max transition, the worst relative margin is 0.8663.
* Final HPWL DP: between 400 and 500 microns
* Min cycle time layout: 2.360 ns
- The number of global-route vias before repair is about 170.
[timing repair]
action                                  in CTS  in global routing
endpoints found under the setup margin       1                  1
gates resized                                5                  2
hold endpoints to repair                     0                  0
[cells by family after synthesis]
logic type	after synthesis	share of synthesized area
and+or+nand+nor	9	0.6269
xor gates and xnor gates	1	0.1045
AOI/OAI and AO/OA	3	0.2686
[worst max-delay path by stage]
stage | startpoint | to | slack, ns | depth (start not counted)
after CTS | sel1_l | dout[0] | 0.02 | 6
after global routing | in3[0] | dout[0] | 0.03 | 6
final | in3[0] | dout[0] | 0.14 | 6
[power by group through the flow]
| stage | registers (W) | logic (W) | clock network (W) |
|---|---|---|---|
| 4_1_cts | 0 | 0.0000343 | 0 |
| 5_1_grt | 0 | 0.0000375 | 0 |
| 6_report | 0 | 0.0000338 | 0 |
[cells in the final DEF (no fill, tap or decap)]
| cell | n |
|---|---|
| sky130_fd_sc_hd__dlymetal6s2s_1 | 2 |
| sky130_fd_sc_hd__xor2_1 | 1 |
| sky130_fd_sc_hd__a22o_1 | 1 |
| sky130_fd_sc_hd__dlygate4sd2_1 | 2 |
| sky130_fd_sc_hd__o21ai_0 | 1 |
| sky130_fd_sc_hd__buf_4 | 3 |
| sky130_fd_sc_hd__nand2_1 | 1 |
| sky130_fd_sc_hd__nand3b_1 | 1 |
| sky130_fd_sc_hd__nand4_1 | 3 |
| sky130_fd_sc_hd__nor2b_2 | 1 |
| sky130_fd_sc_hd__o2111ai_1 | 1 |
| sky130_fd_sc_hd__nand3_1 | 2 |
| sky130_fd_sc_hd__clkdlybuf4s50_1 | 7 |
| sky130_fd_sc_hd__nor2b_4 | 1 |
[metal layers]
metal / vias to the layer above / GRT usage / routed length (microns)
li1: 83 / - / -
met1: 64 / 0.02307 / 257
met2: 8 / 0.02408 / 195
met3: 0 / 0.004545 / 52
met4: 0 / 0 / 0
met5: - / 0 / 0
[worst min-delay path: cells and delay by family]
kind | cells | cell delay [ns]
buf+inv | 2 | 0.59
simple gates | 2 | 0.18
[cell usage after synthesis]
master	count	area share
sky130_fd_sc_hd__o21ai_0	1	0.060
sky130_fd_sc_hd__o2111ai_1	1	0.10
sky130_fd_sc_hd__nand2_1	1	0.045
sky130_fd_sc_hd__nand4_1	3	0.22
sky130_fd_sc_hd__nand3_1	2	0.12
sky130_fd_sc_hd__nor2b_1	2	0.15
sky130_fd_sc_hd__nand3b_1	1	0.090
sky130_fd_sc_hd__a22o_1	1	0.10
sky130_fd_sc_hd__xor2_1	1	0.10
[metrics by stage]
| step | power (W) | setup slack, ns | TNS, ns |
|---|---|---|---|
| after floorplan | 0.000006611 | 1.039 | 0 |
| after global routing | 0.00003752 | 0.02714 | 0 |
| after global placement | 0.00003326 | -0.04561 | -0.04561 |
| final | 0.00003381 | 0.1395 | 0 |
| after CTS | 0.00003425 | 0.01512 | 0 |
| after detailed placement | 0.00003323 | -0.02762 | -0.02762 |
[cell type report]
class / count / area (sq um)
fillers: 405 / 3129
repair buffers: 14 / 135.1
multi-input cells: 13 / 93.84
well taps: 46 / 57.56
Power and IR drop assume default switching activity.
